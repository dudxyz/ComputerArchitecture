$ cat design.v
module meio_somador (A, B, S, C);
  input A, B;
  output S, C;
  assign S = A ^ B;
  assign C = A & B;
endmodule
module Somador1bit (A, B, Cin, Soma, Cout);
  input A, B, Cin;
  output Soma, Cout;
  wire Carry_1, Carry_2, Soma_1;
  meio_somador U1 (.A(A), .B(B), .S(Soma_1), .C(Carry_1));
  meio_somador U2 (.A(Cin), .B(Soma_1), .S(Soma), .C(Carry_2));
  assign Cout = Carry_1 | Carry_2;
endmodule
module somador_32bits (
  input [31:0] A, B,
  input Cin,
  output [31:0] Soma,
  output Cout
);
  wire [31:0] carry;
  genvar i;
  generate
    for (i = 0; i < 32; i = i + 1) begin : somadores
      if (i == 0) begin
        Somador1bit somador0 (
          .A(A[i]), .B(B[i]), .Cin(Cin),
          .Soma(Soma[i]), .Cout(carry[i])
        );
      end else begin
        Somador1bit somador_i (
          .A(A[i]), .B(B[i]), .Cin(carry[i-1]),
          .Soma(Soma[i]), .Cout(carry[i])
        );
      end
    end
  endgenerate
  assign Cout = carry[31];
endmodule
module meio_subtrator (A, B, D, Bout);
  input A, B;
  output D, Bout;
  assign D = A ^ B;
  assign Bout = ~A & B;
endmodule
module Subtrator1bit (A, B, Bin, D, Bout);
  input A, B, Bin;
  output D, Bout;
  wire Diff1, Borrow1, Borrow2;
  meio_subtrator U1 (.A(A), .B(B), .D(Diff1), .Bout(Borrow1));
  meio_subtrator U2 (.A(Diff1), .B(Bin), .D(D), .Bout(Borrow2));
  assign Bout = Borrow1 | Borrow2;
endmodule
module subtrator_32bits (
  input [31:0] A, B,
  input Bin,
  output [31:0] D,
  output Bout
);
  wire [31:0] borrow;
  genvar i;
  generate
    for (i = 0; i < 32; i = i + 1) begin : subtratores
      if (i == 0) begin
        Subtrator1bit subtrator0 (
          .A(A[i]), .B(B[i]), .Bin(Bin),
          .D(D[i]), .Bout(borrow[i])
        );
      end else begin
        Subtrator1bit subtrator_i (
          .A(A[i]), .B(B[i]), .Bin(borrow[i-1]),
          .D(D[i]), .Bout(borrow[i])
        );
      end
    end
  endgenerate
  assign Bout = borrow[31];
endmodule
module and_32bits (input [31:0] A, B, output [31:0] Y);
  assign Y = A & B;
endmodule
module or_32bits (input [31:0] A, B, output [31:0] Y);
  assign Y = A | B;
endmodule
module nand_32bits (input [31:0] A, B, output [31:0] Y);
  assign Y = ~(A & B);
endmodule
module xnor_32bits (input [31:0] A, B, output [31:0] Y);
  assign Y = ~(A ^ B);
endmodule
module not_32bits (input [31:0] A, output [31:0] Y);
  assign Y = ~A;
endmodule
module pass_through_32bits (input [31:0] A, output [31:0] Y);
  assign Y = A;
endmodule
module mux_8_para_1_32bits (
  input [31:0] in0, in1, in2, in3, in4, in5, in6, in7,
  input [2:0] sel,
  output reg [31:0] out
);
  always @(*) begin
    case (sel)
      3'b000: out = in0;
      3'b001: out = in1;
      3'b010: out = in2;
      3'b011: out = in3;
      3'b100: out = in4;
      3'b101: out = in5;
      3'b110: out = in6;
      3'b111: out = in7;
      default: out = 32'bx;
    endcase
  end
endmodule
module ula_32bits (
  input [31:0] A, B,
  input Cin, Bin,
  input [2:0] op_sel,
  output [31:0] resultado,
  output Cout, Bout
);
  wire [31:0] soma_result, sub_result, and_result, or_result, nand_result, xnor_result, not_result, pass_result;
  somador_32bits somador (.A(A), .B(B), .Cin(Cin), .Soma(soma_result), .Cout(Cout));
  subtrator_32bits subtrator (.A(A), .B(B), .Bin(Bin), .D(sub_result), .Bout(Bout));
  and_32bits and_op (.A(A), .B(B), .Y(and_result));
  or_32bits or_op (.A(A), .B(B), .Y(or_result));
  nand_32bits nand_op (.A(A), .B(B), .Y(nand_result));
  xnor_32bits xnor_op (.A(A), .B(B), .Y(xnor_result));
  not_32bits not_op (.A(A), .Y(not_result));
  pass_through_32bits pass_op (.A(A), .Y(pass_result));
  mux_8_para_1_32bits mux (
    .in0(soma_result), .in1(sub_result), .in2(and_result), .in3(or_result),
    .in4(nand_result), .in5(xnor_result), .in6(not_result), .in7(pass_result),
    .sel(op_sel), .out(resultado)
  );
endmodule
$ cat run.sh
#!/bin/bash
# OpenROAD 26Q1-2900-gdf79404cd8, Yosys 0.63+post, stock flow scripts
make -C /OpenROAD-flow-scripts/flow DESIGN_CONFIG=/design/flow/config.mk WORK_HOME=/design/flow/orfs finish
$ cat config.mk
export PLATFORM = sky130hd
export DESIGN_NAME = ula_32bits
export DESIGN_NICKNAME = ula_32bits
export VERILOG_FILES = /design/flow/design.v
export SDC_FILE = /design/flow/constraint.sdc
export NUM_CORES = 4
export LEC_CHECK = 1
export CORE_UTILIZATION = 40
$ cat constraint.sdc
current_design ula_32bits

set clk_period 26.5
set clk_io_pct 0.2

create_clock -name clk0 -period $clk_period

set non_clock_inputs [all_inputs -no_clocks]
set_input_delay [expr $clk_period * $clk_io_pct] -clock clk0 $non_clock_inputs
set_output_delay [expr $clk_period * $clk_io_pct] -clock clk0 [all_outputs]
==> changes_impl.md <==
## Implementation

- Clk_buf instances: 0
- Avg Vias per Cell: 5.477
- Worst Hold End: resultado[26]
- Vias in the first global route: 5039
- Chip height: 113.6 um
- Worst hold margin: 11630 ps
- Leakage Power: 0.002685 uW
- Synth area leaders: ha_1, o21ai_0, inv_1
- Fillers: 1168
- Fin util: 0.5020
- Critical path type: primary input to primary output
- FF+latch area: 0 sq um
- DRT iter0 DRCs: 262
- Yosys adder share: 0.2411
- CP peak stage delay: 530 ps
- Slew @ Worst Pin: 722.0 ps
- Fp_density: 0.4130
- Comb pwr share: 1.000
- DRC: 0
- Grt total ovfl: 0
- Setup Slack @ Placement: 12010 ps
- Yosys xor share: 0.05803
- Synth mux share: 0.07134
- RSZ-0062 raised after global routing: false
- And+or+nand+nor area frac: 0.1613
- Worst Hold Class: primary input to primary output
- FP Rows: 40
- Tool warnings: 96
- Syn Area/Cell: 6.511 sq um
- PD cells: 19.77 mW/mm^2
- Die Width: approximately 110 um
- Crit path time final: 14500 ps
- Final antenna-violating net count: 0
- Ys cells: around 770
- Area grow syn2layout: 21.55%
- Logic area: 0.004449 sq mm
- Mapped Area: 0.004981 sq mm
- Setup_tns: 0 ps
- Cell type with the largest total area: ha_1
- Crit Path Max Fanout: 5
- FMAX: 68.98 MHz
- Warnings from Yosys: 1
- Int Power: a little under 60 uW
- Share of layout cells above drive strength 1: 0.03155
- DIE AREA: 0.01290 sq mm
- Via count: ~5400
- Worst setup margin: 12000 ps
- Post-CTS setup buffers: 0
- Worst-path cell chain: clkdlybuf4s50_1 > inv_1 > ha_1 > a211oi_1 > o21bai_1 > o211ai_1 > a21oi_1 > o211ai_2 > o211ai_2 > a31o_1 > a211oi_2 > a2111oi_1 > a311o_1 > clkdlybuf4s50_1
- Tot Pwr: 119.7 uW
- YS chip area: 0.004981 sq mm
- Cell Type Count: 65
- PostCTS Resize Cnt: 0
- PortBufs: 103
- Post-DP HPWL: 10.80 mm
- Gr usage total: 0.2292
- Flip-flops: 0
- Placer congestion estimate: 0.9248
- Largest net degree at the start of global routing: approximately 70
- CP endpoint kind: primary output
- CP arrival: about 9000 ps
- Hold buffer count at cts: 0
- 1st-pass router iterations: 4
- Critical Path RT: 21200 ps
- Fin. max-slew vios: 0
- Slew margin rel.: 0.5187
- Worst Hold Depth: 5
- Max Cap Viol: 0
- Post-synth seq share: 0
- AO/OA Area Share: 0.3615
- Sw Share: 0.5093
- N_diodes: 0
- Routed wire length: 14.37 mm
- Family with the most delay on the worst path: AND-OR/OR-AND gates
- Ports: 103
- Slowest CP cell: clkdlybuf4s50_1
- Status: finished clean
- Crit path launch type: primary input
- Initial antenna violation count: 0
- Sw Pwr: around 61 uW
- Worst Min Path Start: op_sel[0]
- DR WL/cell: 14.49 um
- Synthesized instance count: 765
- First-pass GRT wire length: 24.32 mm
- Clk pwr share: 0
- Hold Vio Cnt, Final: 0
- Synth logic family: AND-OR/OR-AND gates
- Top cell area share: 0.2411
- Core ar.: about 0.012 sq mm
- Final setup vio count: 0
- Seq pwr share: 0
- Buffers and inverters on the worst path: 3
- Worst vdd ir: 0.01411 mV
- Final Cycle Share: 0.5471
## metrics by stage
stage / instance area (sq um) / instances
3_3_place_gp: 6055 / 992
5_1_grt: 6055 / 992
2_1_floorplan: 4981 / 765
6_report: 6055 / 992
4_1_cts: 6055 / 992
3_5_place_dp: 6055 / 992
## power groups by stage
stage / sequential [uW] / clock, uW / combinational (uW)
4_1_cts: 0 / 0 / 120
6_report: 0 / 0 / 120
5_1_grt: 0 / 0 / 134
## synth_stat cells, drive strengths merged (10+ instances only)
library cell / n
ha: 96
nor3: 14
buf: 13
inv: 85
o21bai: 10
nor2: 22
o21ai: 121
nor2b: 10
nand2: 84
a211oi: 24
clkbuf: 39
a21oi: 63
o211ai: 14
xnor2: 24
mux2i: 31
## tightest hold or removal path, stage by stage
cell	delay, ps
buf_2	100
buf_4	270
a21oi_1	170
o21ai_0	80
clkdlybuf4s50_1	400
## cells by family after synthesis
logic type      after synthesis
xor+xnor                     33
simple gates                173
compound gates              292
fa+ha+maj                    96
buf+inv                     137
mux                          34
## layer usage
metal / up-vias / wire [um] / global-route usage / share of wire
met2: 144 / 6556 / 0.3817 / 0.46
met3: 17 / 623 / 0.008663 / 0.043
met4: 0 / 227 / 0.03509 / 0.016
met5: - / 0 / 0 / 0
met1: 2447 / 6965 / 0.3349 / 0.48
li1: 2825 / - / - / -
## worst max path at each step
stage,startpoint,to,slack [ps],depth (start not counted)
final,A[0],resultado[28],12000,14
after CTS,A[1],resultado[31],12000,14
after global routing,A[1],resultado[31],11680,14
## cells in the final DEF (no fill, tap or decap), types with 2 or more instances in the layout
master	instances
nand2_1	84
a311o_1	2
a21boi_0	2
o21ai_0	118
o21a_1	5
o31ai_1	4
mux2i_1	31
o211ai_2	2
nor2_1	22
or3_1	6
inv_1	85
o211ai_1	12
nand2b_1	9
and3_1	3
a211oi_1	23
nor4_1	4
a31o_2	2
mux2_2	2
a221oi_1	4
a21o_1	7
o21ba_2	2
or2_2	3
nand3_1	6
buf_4	8
a31oi_1	6
nand4_1	4
a21oi_1	63
xnor2_1	24
o21ai_1	3
a311oi_1	9
buf_2	3
o21bai_1	10
nor2b_1	10
clkdlybuf4s50_1	100
xor2_1	9
nor3_1	14
and2_1	2
ha_1	96
## final cells by class
type / instances / area share
well taps: 168 / 0.03472
multi-input cells: 628 / 0.7349
repair buffers: 111 / 0.1777
inverters: 85 / 0.05270
Power and IR drop assume default switching activity.
